==> /design/flow/design.v <==
typedef struct packed
{
    logic [  7:0] payload_type;
    logic [127:0] data;
} payload_t;
typedef struct packed
{
    logic unsigned [63:0] pulse_id;
    logic          [63:0] empty;
} pulse_id_t;
typedef struct packed
{
    logic           [ 7:0] board;
    logic           [ 7:0] channel;
    logic           [ 7:0] status;
	 logic unsigned [31:0] delay;
     logic unsigned [31:0] length;
	 logic unsigned [ 7:0] divider;
	 logic unsigned [ 7:0] modulus;
	 logic          [23:0] empty;
} delay_data_t;
typedef struct packed
{
    payload_t    payload;
    logic [15:0] crc;
} frame_t;
module MRAM(
    input  logic clk,
    input  logic reset,
    input  logic start,
    output logic ready,
    input  logic write,
    input  logic [63:0] pulse_id_to_write,  
    output logic [63:0] pulse_id_read,      
    output logic cs,
    output logic sck,
    output logic mosi,
    input  logic miso
);
    localparam max_length = 8+16+64;
    logic spi_ready;
    logic spi_start;
    logic [max_length-1:0] spi_send_data;
    logic [max_length-1:0] spi_receive_data;
    logic unsigned [7:0] spi_num_of_bits;
    SPI_RW spi_rw(
        .clk(clk),
        .reset(reset),
        .start(spi_start),
        .ready(spi_ready),
        .num_of_bits(spi_num_of_bits),
        .data_to_send(spi_send_data),
        .data_received(spi_receive_data),
        .sck(sck),
        .cs(cs),
        .mosi(mosi),
        .miso(miso)
    );
    typedef enum logic [3:0] {
        RESET,
        SEND_WREN,
        SEND_WREN_WAIT,
        SEND_WRSR,
        SEND_WRSR_WAIT,
        READY,
        READ,
        READ_WAIT,
        WRITE,
        WRITE_WAIT,
        DONE
    } state_t;
    state_t state_d, state_q;
    always_ff @(posedge clk) begin
        if (reset == 1)
            state_q <= RESET;
        else
            state_q <= state_d;
    end
    always_comb begin
        state_d = state_q;
        case(state_q)
            RESET:
                state_d = SEND_WREN;
            SEND_WREN: 
                if (spi_ready == 0) state_d = SEND_WREN_WAIT;
            SEND_WREN_WAIT:
                if (spi_ready == 1) state_d = SEND_WRSR;
            SEND_WRSR:
                if (spi_ready == 0) state_d = SEND_WRSR_WAIT;
            SEND_WRSR_WAIT:
                if (spi_ready == 1) state_d = READY;
            READY:
                if (start == 1)
                    if (write == 1) state_d = WRITE;
                    else state_d = READ;
            READ:
                if (spi_ready == 0) state_d = READ_WAIT;
            READ_WAIT:
                if (spi_ready == 1) state_d = DONE;
            WRITE:
                if (spi_ready == 0) state_d = WRITE_WAIT;
            WRITE_WAIT:
                if (spi_ready == 1) state_d = DONE;
            DONE:
                if (start == 0) state_d = READY;
            default: state_d = RESET;
        endcase
    end
    always_comb begin
        spi_send_data = 0;
        spi_num_of_bits = 0;
        case (state_q)
            SEND_WREN, SEND_WREN_WAIT: begin
                spi_send_data[7:0] = 8'h06;
                spi_send_data[max_length-1:8] = 0;
                spi_num_of_bits = 8;
            end
            SEND_WRSR,SEND_WRSR_WAIT: begin
                spi_send_data[15:0] = 16'h0102;  
                spi_send_data[max_length-1:16] = 0;
                spi_num_of_bits = 16;
            end
            READ,READ_WAIT: begin
                spi_send_data[max_length-1:max_length-24] = 24'h030000;
                spi_send_data[max_length-24-1:0] = 0;
                spi_num_of_bits = max_length;
            end
            WRITE,WRITE_WAIT: begin
                spi_send_data[max_length-1:max_length-24] = 24'h020000;
                spi_send_data[max_length-24-1:0] = pulse_id_to_write;
                spi_num_of_bits = max_length;
            end
            default: begin
                spi_send_data = 0;
                spi_num_of_bits = 0;
            end
        endcase
    end
    assign spi_start = ((state_q == SEND_WREN) | (state_q == SEND_WRSR)) | ((state_q == READ) | (state_q == WRITE));
    assign pulse_id_read = spi_receive_data[63:0];
    assign ready = (state_q == READY);
endmodule
module SPI_RW #(
    parameter max_length = 8+16+64  
)(
    input  logic clk,
    input  logic reset,
    input  logic start,
    output logic ready,
    input  logic unsigned [7:0] num_of_bits,
    input  logic [max_length-1:0] data_to_send,   
    output logic [max_length-1:0] data_received,  
    output logic sck,
    output logic mosi,
    input  logic miso,
    output logic cs
);
    logic tick;
    logic unsigned [2:0] tick_counter;
    always_ff @(posedge clk) begin
        if (reset == 1)
            tick_counter <= 1;
        else
            tick_counter <= tick_counter + 1;
    end
    assign tick = (tick_counter == 3'b00);
    logic[max_length-1:0] rx_reg;
    logic[max_length-1:0] tx_reg;
    logic en;
    logic load;
    logic store;
    always_ff @(posedge clk) begin
        if (load == 1) begin
            tx_reg <= data_to_send;
        end
    end
	 logic mosi_int;
    assign mosi_int = tx_reg[num_of_bits-1-bit_counter_q];
	 logic miso_int;
    always_ff @(posedge clk) begin
        if (reset == 1) begin
            rx_reg <= 0;
            data_received <= 0;
        end else if ((state_q == COUNT) & (tick == 1)) begin
            rx_reg[num_of_bits-1-bit_counter_q] <= miso_int;
        end
        if ((store == 1) & (tick == 1))
            data_received <= rx_reg;
    end
    typedef enum logic [2:0] {
        READY,
        CS_DOWN,
        SCK,
        COUNT,
        DONE
    } state_t;
    state_t state_d, state_q;
    logic unsigned [7:0] bit_counter_d, bit_counter_q;
    always_comb begin
        state_d = state_q;
        bit_counter_d = 0;
        case (state_q)
            READY:
                if (start == 1) begin
                    state_d = CS_DOWN;
                end
            CS_DOWN:
                state_d = SCK;
            SCK:
                begin
                    state_d = COUNT;
                    bit_counter_d = bit_counter_q;
                end
            COUNT:
                if (bit_counter_q < num_of_bits-1) begin
                    bit_counter_d = bit_counter_q + 1;
                    state_d = SCK;
                end else
                    state_d = DONE;
            DONE:
                if (start == 0)
                    state_d = READY;
            default: state_d = READY;
        endcase
    end
    always_ff @(posedge clk) begin
        if (reset == 1) begin
            state_q <= READY;
            bit_counter_q <= 0;
        end else if (tick == 1) begin
            state_q <= state_d;
            bit_counter_q <= bit_counter_d;
        end
    end
	 logic cs_int;
	 logic sck_int;
    assign ready = (state_q == READY);
    assign load = ((state_q == READY) & (start == 1));
    assign store = (state_q == DONE);
    assign cs_int = !((state_q == COUNT) | (state_q == CS_DOWN) | (state_q == SCK));
    assign sck_int = (state_q == COUNT);
	 always_ff @(posedge clk) begin
		if (reset == 1) begin
			sck <= 0;
			cs <= 1;
			mosi <= 0;
			miso_int <= 0;
		end else begin
			sck <= sck_int;
			cs <= cs_int;
			mosi <= mosi_int;
			miso_int <= miso;
		end
	 end
endmodule
==> /design/flow/run.sh <==
#!/bin/bash
# OpenROAD 26Q1-2900-gdf79404cd8, Yosys 0.63+post, stock flow scripts
make -C /OpenROAD-flow-scripts/flow DESIGN_CONFIG=/design/flow/config.mk WORK_HOME=/design/flow/orfs finish
==> /design/flow/config.mk <==
export PLATFORM = sky130hd
export DESIGN_NAME = MRAM
export DESIGN_NICKNAME = MRAM
export VERILOG_FILES = /design/flow/design.v
export SDC_FILE = /design/flow/constraint.sdc
export NUM_CORES = 4
export LEC_CHECK = 1
export CORE_UTILIZATION = 50
==> /design/flow/constraint.sdc <==
current_design MRAM

set clk_period 7.4
set clk_io_pct 0.2

create_clock -name clk0 -period $clk_period [get_ports {clk}]

set non_clock_inputs [all_inputs -no_clocks]
set_input_delay [expr $clk_period * $clk_io_pct] -clock clk0 $non_clock_inputs
set_output_delay [expr $clk_period * $clk_io_pct] -clock clk0 [all_outputs]
==> metrics.cfg <==
[pwr]
leakage_nw = 4.75
p_per_area_nw_per_um2 = 209
ir_drop_mv = 0.193

[placed_design]
pre_cts_slack_ps = 995
dp_hpwl_mm = 16.8
gp_congestion = 0.909
place.port_buffers = 136

[synth]
yosysChipArea_um2 = 11800
ys_seq_share = 0.493
postSynth.topFlopCell = edfxtp_1
syn_area_per_cell_um2 = 11.2
area_leaders = edfxtp_1 (33%), dfxtp_1 (16%), nor4_2 (6.2%)
common_cells = edfxtp_1 (130), dfxtp_1 (95), nand3_1 (82)
synthCells = 1052
yosys_cells = 1052
yosysMostFrequentCell = edfxtp_1
ys_warn_count = 2
ys_seq_elements = 225
ys_async_sr_fraction = 0
ys_types = 66
yosysTopAreaCell = edfxtp_1
synth-edff-count = 130
syn_area_um2 = 11800
synth_top_area_share = 0.331

[final_timing]
finalCriticalPeriod_ps = 6530
fin_ws_ps = 870
hold_violations = 0
setup_viol = 0
drv_slew = 0
fmax_ghz = 0.153
relSlewSlack = 0.442
tns_ps = 0
finalCritPeriodShare = 0.882
worst_slew_pin_slew_ps = 830
rsz0062_at_grt = no
finClkSkew_ps = 11.5

[floorplanning]
die_w_um = 156
die_area_um2 = 24200
num_rows = 55
ios = 137
core_um2 = 22800
fp-utilization = 0.516
chipHeight_um = 156

[global_route]
antenna_found_initial = 0
grt_use_total = 0.240
grt_max_degree = 73
grt_pass1_vias = 7981
grt_remaining_overflow = 0
grt_pass1_wl_mm = 42.8

[clock_tree]
postCtsSetupRepairBufs = 0
ctsRootBufferMaster = clkbuf_16
ctsResizeCount = 0
numCtsBuffers = 25
cts_sinks = 225
cts.clk_slew.worst_paths_ps = 60
tritoncts = yes
clockBufferDepth = 3
clkLatencyLatePin_ps = 530
ctsHoldBuffers = 0
htree_levels = 1

[status]
status = finished clean

[worst_setup_path]
critPathCaptureType = flop
cpPeakStageDelay_ps = 600
cp_data_required_time_ps = 7850
crit_start = state_q[5]
r2r-start = state_q[5]
cp_cell_sequence = nor2_1, nand2_1, nor3_1, ha_1, xor2_1, ha_1, and3b_1, o21ai_0, nand3_1, inv_1, nand2_1, ha_1, nor3_1, nand2_1, nor2_1, nand4_1, mux2i_1, nor4b_1, o221ai_4, buf_4, nor4_1, mux2i_1
crit_arrival_ps = 6980
crit_slowest_cell = nor4b_1
critPathLaunchType = flop
crit_type = reg -> reg
worstPathMaxFanout = 18

[route]
ant_nets = 0
wl_met2_mm = 11.9
dr.max_layer_used = met4
drc = 0
post_drt_wl_per_cell_um = 18.2
met3WireLength_mm = 1.93
num_vias = 8349
drt_iter0_drc = 438
n_antenna_cell = 0
dr.pass1.iters = 5
route.final.wire_length_mm = 26.8
wl_met1_mm = 12.6
via_per_inst = 5.66

[hold_path]
worstHoldStart = spi_rw.tick_counter[0]
hold_path_class = reg -> reg

[cells_and_area]
areaGrowthSynthToFinish_pct = 20.1
fin_util = 0.619
largest_reg_flops = 66
fill_cells = 1864
drive_gt1_frac = 0.139

[job]
tool_warnings = 30
max-cap-violations = 0

## worst max-delay path: cells and delay by family (launching register included)
family          cells  cell delay, ps
simple gates       12            3310
compound gates      2             550
fa+ha+maj           3            1180
xor+xnor            1             180
mux                 2             420
flops               1             320
buf+inv             2             510
## report_power, final
group	internal (mW)	total, mW	switching, mW
registers	1.36	1.38	0.0136
clock network	0.720	1.22	0.495
logic	0.149	0.365	0.216
## kinds of logic (layout without fill, tap and decap cells)
kind of cell / after synthesis / after routing / synth area share
and+or+nand+nor: 511 / 511 / 0.282
muxes: 89 / 89 / 0.0968
DFF: 225 / 225 / 0.493
xor gates and xnor gates: 24 / 24 / 0.0178
AOI/OAI and AO/OA: 74 / 74 / 0.0471
adders and majority gates: 19 / 19 / 0.0202
buffers and inverters: 110 / 219 / 0.0429
## area by class of cell
cell class / count / area (µm²) / area share
Multi-Input combinational cell: 717 / 5540 / 0.391
Inverter: 16 / 60.1 / 0.00424
Clock buffer: 35 / 726 / 0.0513
Clock inverter: 11 / 90.1 / 0.00637
Sequential cell: 225 / 5810 / 0.410
Timing Repair Buffer: 157 / 1540 / 0.109
Tap cell: 313 / 392 / 0.0277
## layout by cell type (no fill, tap or decap), drive strengths merged, types with 3 or more instances in the layout
| cell | instances |
|---|---|
| nor4 | 69 |
| nand3 | 82 |
| nor2b | 71 |
| buf | 22 |
| o31ai | 3 |
| o21a | 6 |
| mux2i | 69 |
| xor2 | 9 |
| ha | 19 |
| clkinv | 6 |
| a21oi | 15 |
| and2 | 4 |
| a21o | 3 |
| xnor2 | 15 |
| clkinvlp | 3 |
| and3 | 73 |
| clkbuf | 35 |
| nand2 | 25 |
| nor3 | 24 |
| or3 | 5 |
| a211oi | 3 |
| dfxtp | 95 |
| nand2b | 71 |
| o21ai | 16 |
| edfxtp | 130 |
| mux4 | 20 |
| inv | 17 |
| or2 | 3 |
| clkdlybuf4s50 | 135 |
| nand4 | 13 |
| and4 | 3 |
| nor2 | 55 |
| nor3b | 4 |
| nand3b | 3 |
| o211ai | 6 |
## metrics by stage
stage	instance area (µm²)	hold WS, ps	std cells	power, mW
2_1_floorplan	11800	388	1052	1.63
3_3_place_gp	13300	404	1428	1.77
3_5_place_dp	13300	406	1428	1.77
4_1_cts	14200	420	1474	2.99
5_1_grt	14200	448	1474	3.07
6_report	14200	421	1474	2.96
## per-layer routing
layer  vias up  global-route usage
met1      4018               0.402
met3        31              0.0587
li1       4047                   -
met4         0              0.0369
met5         -                   0
met2       253               0.347
## path summary, 6_finish.rpt
check | to | slack, ps | depth (start not counted)
setup / recovery | spi_rw.rx_reg[46] | 870 | 22
hold / removal | spi_rw.tick_counter[0] | 420 | 1
setup reg to reg | spi_rw.rx_reg[46] | 870 | 22
hold reg to reg | spi_rw.tick_counter[0] | 420 | 1
Power and IR drop assume default switching activity.
